==> /design/flow/design.v <==
module FlipFlopD(input wire clock, reset, input wire D, output reg Y);
  always @ (posedge clock, posedge reset) begin
      if (reset) begin
        Y <= 1'b0;
      end
      else begin
        Y <= D;
      end
    end
endmodule
module Down_Counter(input wire retiro, reset, output reg[2:0] count);
  initial count = 3'b111;
  always @ (posedge retiro or posedge reset) begin
    if(reset) begin
     count <= 3'b111;
    end
    else begin
     count <= count - 3'd1;
    end
  end
endmodule
module FSMAntirebote (input wire Push, clock, reset, output wire Y);
  wire AS, NS;  
  FlipFlopD FF1(clock, reset, NS, AS);
  assign NS = Push;
  assign Y = ~AS & Push;
endmodule
module FSMRetiro (input wire Pulso, clock, reset, output wire Y);
  wire AS1, NS1;  
  wire AS2, NS2;  
  FlipFlopD FF1(clock, reset, NS1, AS1);
  FlipFlopD FF2(clock, reset, NS2, AS2);
  assign NS1 = ~AS1 & ~AS2 & Pulso;
  assign NS2 = AS1;
  assign Y = AS1;
endmodule
module FSMLogin (input wire [3:0] Pin, input wire [2:0] Int, input wire clock, reset, output wire [2:0] Display, output wire Login);
  wire AS1, NS1;  
  wire AS2, NS2;  
  FlipFlopD FF1(clock, reset, NS1, AS1);
  FlipFlopD FF2(clock, reset, NS2, AS2);
  assign NS1 = (~AS2 & ~Int[2] & ~Int[1] & Int[0] & ~Pin[3] & ~Pin[2] & Pin[1] & ~Pin[0]) | (AS2 & Int[2] & Int[1] & Int[0] & Pin[3] & ~Pin[2] & ~Pin[1] & Pin[0]) | (AS1 & ~Int[0]) | (AS1 & Pin[0]) | (AS1 & ~Pin[1]) | (AS1 & Pin[3]) | (AS1 & ~Int[1]) | (AS1 & Int[2]) | (AS1 & ~Pin[2]) | (AS2 & AS1) ;
  assign NS2 = (AS1 & ~Int[2] & Int[1] & Int[0] & ~Pin[3] & Pin[2] & Pin[1] & ~Pin[0]) | AS2 ;
  assign Display[0] = AS2 | AS1;
  assign Display[1] = AS2;
  assign Display[2] = AS2 & AS1;
  assign Login = AS2 & AS1;
endmodule
module FSMCajero (input wire on, contador, login, retiro, consulta, clock, reset, output wire [2:0] Estado, output wire Display_Saldo);
  wire AS1, NS1;  
  wire AS2, NS2;  
  wire AS3, NS3;  
  FlipFlopD FF1(clock, reset, NS1, AS1);
  FlipFlopD FF2(clock, reset, NS2, AS2);
  FlipFlopD FF3(clock, reset, NS3, AS3);
  assign NS1 = (AS2 & AS1 & on & contador) | (~AS2 & ~AS1 & on & contador) | (~AS2 & AS1 & on & ~contador) | (~AS2 & AS1 & ~contador & ~login & ~consulta & ~retiro) | (AS1 & on & contador & ~login)  | (~AS1 & on & contador & ~consulta & retiro);
  assign NS2 = (~AS2 & AS1 & on & contador & login)  | (AS2 & ~AS1 & on & contador & ~consulta) | (AS2 & ~AS1 & on & contador & retiro);
  assign NS3 = AS2 & ~AS1 & on & contador & consulta & ~retiro;
  assign Estado[0] = AS3 | (AS1 & ~AS2);
  assign Estado[1] = ~AS1 & AS2;
  assign Estado[2] = AS3 | (AS1 & AS2);
  assign Display_Saldo = AS3;
endmodule
module FSMCajeroAutomatico(input wire clock, reset, on, push1, push2, input wire [3:0] password, input wire [2:0] checks,
output wire Login, Encendido, pulso, Display_Saldo, Vacio, output wire [2:0] Display_Login, output wire [2:0] Saldo);
  wire contador, rese, retiro, consulta, Signal;
  wire [2:0] Estado;
  assign pulso = ~Estado[0] & ~Estado[1] & Estado[2];
  assign Encendido = Estado[0] | Estado[1] | Estado[2];
  assign Vacio = ~Saldo[0] & ~Saldo[1] & ~Saldo[2];
  assign contador = Saldo[0] | Saldo[1] | Saldo[2];
  FSMCajero cajero(on, contador, Login, retiro, consulta, clock, reset, Estado, Display_Saldo);
  FSMLogin logged(password,checks, clock, reset, Display_Login, Login);
  FSMRetiro retirar(pulso, clock, reset, Signal);
  Down_Counter counter(Signal, reset, Saldo);
  FSMAntirebote antirebote1(push1, clock, reset, retiro);
  FSMAntirebote antirebote2(push2, clock, reset, consulta);
endmodule
==> /design/flow/run.sh <==
#!/bin/bash
# OpenROAD 26Q1-2900-gdf79404cd8, Yosys 0.63+post, stock flow scripts
make -C /OpenROAD-flow-scripts/flow DESIGN_CONFIG=/design/flow/config.mk WORK_HOME=/design/flow/orfs finish
==> /design/flow/config.mk <==
export PLATFORM = sky130hd
export DESIGN_NAME = FSMCajeroAutomatico
export DESIGN_NICKNAME = FSMCajeroAutomatico
export VERILOG_FILES = /design/flow/design.v
export SDC_FILE = /design/flow/constraint.sdc
export NUM_CORES = 4
export LEC_CHECK = 1
export CORE_AREA = 10 10 88 88
export DIE_AREA = 0 0 98 98
==> /design/flow/constraint.sdc <==
current_design FSMCajeroAutomatico

set clk_period 1.3
set clk_io_pct 0.2

create_clock -name clk0 -period $clk_period [get_ports {clock}]

set non_clock_inputs [all_inputs -no_clocks]
set_input_delay [expr $clk_period * $clk_io_pct] -clock clk0 $non_clock_inputs
set_output_delay [expr $clk_period * $clk_io_pct] -clock clk0 [all_outputs]
==> impl_metrics.json <==
{
  "skew_ns": 0.00339,
  "power.density_mw_per_mm2": 720,
  "fin_cells": 173,
  "initialDrtViolationCount": 11,
  "cp_cell_sequence": "or3_1 -> buf_2",
  "rsz0062_at_grt": "yes",
  "yosys_cells": 57,
  "drt-pass1-iter-count": 4,
  "p_leak_nw": 0.509,
  "grtUsageMet1": 0.0304,
  "clock-root-buffer": "clkbuf_8",
  "grt_max_degree": 11,
  "crit_path_top_delay_cell": "dfrtp_1",
  "max_cap_violations": 0,
  "use_met2": 0.0569,
  "rr_worst_depth": 6,
  "final_max_slew_viol_count": 0,
  "grt_busiest_layer": "met2",
  "finalSetupTns_ns": -0.0228,
  "drive_gt1_frac": 0.398,
  "synth.distinct_cells": 25,
  "status": "complete, but fails checks",
  "placed_cell_area_um2": 966,
  "peakVddDrop_uv": 221,
  "numPortBuffers": 22,
  "fp-utilization": 0.100,
  "worst_slack_ns": -0.0228,
  "synth_area_per_cell_um2": 10.4,
  "startpoint": "cajero.FF2.Y",
  "cts_tree": "done",
  "worst_pin_slew_ns": 0.383,
  "worst_r2r_startpoint": "logged.FF2.Y",
  "hold_violations": 0,
  "arrival_ns": 1.06,
  "cts.hold.buffers_added": 0,
  "r2r_slack_ns": 0.13,
  "area_growth_syn_to_layout_pct": 86.3,
  "wl_mm": 1.50,
  "grt_pass1_vias": 559,
  "die_area_mm2": 0.00960,
  "finalInstanceArea_mm2": 0.00110,
  "use_met3": 0.0128,
  "num_antenna_cells": 0,
  "final_layout_top_logic_cell": "buf_4",
  "ios": 23,
  "r2r-end": "logged.FF1.Y",
  "ys_area_um2": 592,
  "rows": 28,
  "fp.dieH_um": 98,
  "cts_buffers": 3,
  "grt_pass1_wl_mm": 2.45,
  "ant_nets": 0,
  "hold_class": "in2async",
  "finalSetupViolCount": 1,
  "synth_area_um2": 592,
  "cts.htree.levels": 1,
  "vias": 532,
  "post-route-min-period_ns": 1.32,
  "antenna_found_initial": 0,
  "startpoint_type": "register",
  "post-route-period-util": 1.02,
  "lay_top_cells": "buf_4 (14), clkdlybuf4s50_1 (13), dfrtp_1 (9)",
  "drcViolationCount": 0,
  "critPathMaxFanout": 3,
  "path_clk_slew_ns": 0.05,
  "untimed_endpoints": 7,
  "end_kind": "primary output",
  "critPathCapture": "Encendido",
  "max_freq_mhz": 756,
  "overflow": 0,
  "dp_hpwl_mm": 1.20,
  "warning_count": 28,
  "slowest_delay_ns": 0.38,
  "coreArea_mm2": 0.00592,
  "worstSetupPathType": "reg2out",
  "worstPathRequired_ns": 1.04,
  "synth_flops": 12,
  "slew_headroom": 0.744,
  "clock_latency_ns": 0.23,
  "unclocked_pins": 3,
  "gp_congestion": 0.775,
  "viasPerCell": 3.08,
  "grt_usage": 0.0300,
  "dp_cells": 162,
  "fillerInstances": 629,
  "syn_inst": 57,
  "routedWlPerCell_um": 8.69,
  "violations": "negative setup slack",
  "die_width_um": 98,
  "synth_warnings": 2,
  "clock_path_buffers": 2,
  "synth_seq_share": 0.514
}
## registers in the layout (all words and copies together) (netlist names)
signal             flops
antirebote1.FF1.Y      1
antirebote2.FF1.Y      1
cajero.FF1.Y           1
cajero.FF2.Y           1
cajero.FF3.Y           1
counter.count          3
logged.FF1.Y           1
logged.FF2.Y           1
retirar.FF1.Y          1
retirar.FF2.Y          1
## timing repair
action	4_1_cts	5_1_grt
endpoints found under the setup margin	7	6
setup buffers	6	3
pin swaps	3	7
gates resized	22	12
## how the worst min path moves through the flow
stage / to / slack [ns] / startpoint / depth (start not counted)
global route: antirebote2.FF1.Y / 0.35 / reset / 2
CTS: antirebote2.FF1.Y / 0.33 / reset / 2
finish: antirebote2.FF1.Y / 0.31 / reset / 2
## kinds of logic (layout without fill, tap and decap cells)
group                    after synthesis  in the layout  share of synthesized area
flip-flops                            12             12                      0.514
adder cells (fa/ha/maj)                2              2                     0.0423
AND/OR/NAND/NOR                       25             25                      0.266
buffers and inverters                  9             50                     0.0698
XOR/XNOR                               1              1                     0.0148
AND-OR/OR-AND                          8              8                     0.0930
## final cells by class
class,count,area (um^2),share of cell area
repair buffers,39,342,0.310
well taps,75,93.8,0.0851
clock buffers,4,45.0,0.0409
flip-flops and latches,12,304,0.276
inverters,7,26.3,0.0238
multi-input cells,36,292,0.264
## routing by layer
metal / part of all wire / vias up
li1: - / 272
met1: 0.39 / 251
met2: 0.54 / 9
met3: 0.072 / 0
met4: 0 / 0
met5: 0 / -
## where the power goes
group	total (W)	leakage [nW]	switching [W]	internal, W
Clock	0.000318	0.0228	0.000105	0.000213
Sequential	0.000308	0.150	0.0000109	0.000298
Combinational	0.000167	0.336	0.0000589	0.000108
## critical path: cells and delay by family (launching register included)
kind	cells	cell delay [ns]
buffers and inverters	1	0.12
DFF	1	0.38
and+or+nand+nor	1	0.33
## cells in the mapped netlist (all sizes together)
| cell | number | share of area |
|---|---|---|
| inv | 7 | 0.044 |
| ha | 2 | 0.042 |
| o21ai | 2 | 0.017 |
| dfstp | 3 | 0.13 |
| nor3b | 1 | 0.013 |
| or3 | 1 | 0.011 |
| a21oi | 2 | 0.017 |
| nand2 | 5 | 0.032 |
| nand4 | 3 | 0.032 |
| xor2 | 1 | 0.015 |
| nand2b | 5 | 0.066 |
| or2 | 1 | 0.011 |
| dfrtp | 9 | 0.38 |
| nor2b | 2 | 0.025 |
| o22ai | 1 | 0.011 |
| buf | 2 | 0.025 |
| nand3b | 1 | 0.013 |
| nor4 | 2 | 0.021 |
| o31ai | 1 | 0.021 |
| o2bb2ai | 1 | 0.015 |
| nor4b | 1 | 0.025 |
| o21bai | 1 | 0.013 |
| nor2 | 3 | 0.019 |
## through the flow
| stage | hold WS (ns) | power, W | util | worst slack (ns) |
|---|---|---|---|---|
| after floorplan | 0.123 | 0.000361 | - | 0.300 |
| after global routing | 0.354 | 0.000838 | 0.186 | -0.0729 |
| final | 0.309 | 0.000793 | 0.186 | -0.0228 |
| after detailed placement | 0.410 | 0.000461 | 0.163 | -0.188 |
| after CTS | 0.332 | 0.000801 | 0.178 | -0.0387 |
| after global placement | 0.394 | 0.000462 | 0.163 | -0.179 |
Power is estimated from default activity; no workload was simulated.
